--- design/flow/design.v ---
`timescale 1ns / 1ps
module adder8bit(
input [7:0]a,
input [7:0]b,
output [7:0]sum,
output cout,
output flow
    );
wire c[6:0];
wire cin;
wire [7:0]over;
wire [7:0]SUM;
assign cin=1'b0;
	fulladd f0( .a( a[0] ), .b( b[0] ), .cin( cin ), .sum( SUM[0]), .cout( c[0]) );
	fulladd f1( .a( a[1] ), .b( b[1] ), .cin( c[0] ), .sum( SUM[1]), .cout(c[1]) );
	fulladd f2( .a( a[2] ), .b( b[2] ), .cin( c[1] ), .sum( SUM[2]), .cout(c[2]) );
	fulladd f3( .a( a[3] ), .b( b[3] ), .cin( c[2] ), .sum( SUM[3]), .cout(c[3]) );
	fulladd f4( .a( a[4] ), .b( b[4] ), .cin( c[3] ), .sum( SUM[4]), .cout(c[4]) );
	fulladd f5( .a( a[5] ), .b( b[5] ), .cin( c[4] ), .sum( SUM[5]), .cout(c[5]) );
	fulladd f6( .a( a[6] ), .b( b[6] ), .cin( c[5] ), .sum( SUM[6]), .cout(c[6]) );
	fulladd f7( .a( a[7] ), .b( b[7] ), .cin( c[6] ), .sum( SUM[7]), .cout(cout) );
assign flow=cout^c[6];
assign over[0]=flow;
assign over[1]=flow;
assign over[2]=flow;
assign over[3]=flow;
assign over[4]=flow;
assign over[5]=flow;
assign over[6]=flow;
assign over[7]=flow;
assign sum=(~over)&SUM;
endmodule
module fulladd(a,b,cin,sum,cout);
input a;
input b;
input cin;
output sum;
output cout;
assign sum=(a^b^cin);
assign cout=((a^b)& cin)| (a&b);
endmodule
--- design/flow/run.sh ---
#!/bin/bash
# OpenROAD 26Q1-2900-gdf79404cd8, Yosys 0.63+post, stock flow scripts
make -C /OpenROAD-flow-scripts/flow DESIGN_CONFIG=/design/flow/config.mk WORK_HOME=/design/flow/orfs finish
--- design/flow/config.mk ---
export PLATFORM = sky130hd
export DESIGN_NAME = adder8bit
export DESIGN_NICKNAME = adder8bit
export VERILOG_FILES = /design/flow/design.v
export SDC_FILE = /design/flow/constraint.sdc
export NUM_CORES = 4
export LEC_CHECK = 1
export CORE_AREA = 10 10 70 70
export DIE_AREA = 0 0 80 80
--- design/flow/constraint.sdc ---
current_design adder8bit

set clk_period 5.5
set clk_io_pct 0.2

create_clock -name clk0 -period $clk_period

set non_clock_inputs [all_inputs -no_clocks]
set_input_delay [expr $clk_period * $clk_io_pct] -clock clk0 $non_clock_inputs
set_output_delay [expr $clk_period * $clk_io_pct] -clock clk0 [all_outputs]
==> Slide: Implementation Results <==
Synthesis and Place & Route Summary

Yosys
  • Register share after synthesis: 0%
  • Top cell area share: 54.9%
  • Yosys chip area: 255 um2
  • Synth area leader: fa_1
  • Synth warnings: 1
  • Synthesized area: ~260 um2
  • Syn Area/Cell: roughly 8.0 um2
  • Synth cell types: 5
  • Synthesized instance count: 32
  • Yosys Instances: 32
  • Top cells by area: fa_1, inv_1, nor2_1

Global route
  • First-pass GRT wire length: 1.59 mm
  • Largest net degree at the start of global routing: 7
  • GRT Total Usage: between 2 and 3%
  • Vias in the first global route: 360
  • Remaining Overflow, GRT: 0
  • Initial antenna violation count: 0

Timing
  • Final setup viols: 0
  • Cycle use final: 97.0%
  • Setup_tns: 0 ns
  • Fmax: between 0.15 and 0.2 GHz
  • Measured slew at the worst slew-check pin: about 0.18 ns
  • Max Slew Vio Count: 0
  • Final hold violations: 0
  • Post-layout minimum cycle time: 5.34 ns
  • Slew HR: 88.2%

Finish
  • Dominant logic cell type in the layout: clkdlybuf4s50_1
  • Storage cell area: 0 um2
  • Layout cells sized above 1: 35.5%
  • Filler cell count: 394
  • Area Overhead vs Synth: 139%
  • Top logic cells by instance count in the layout: clkdlybuf4s50_1, inv_1, nor2_1, fa_2, buf_2
  • Seq_cells: 0
  • Fin area: 609 um2
  • CLK BUF: 0
  • MI comb area: 231 um2

Placed design
  • Post-DP HPWL: 859 um
  • I/O Buffers: 26
  • Area post-placement: 588 um2
  • RD Place Congestion: around 0.67

Worst setup path
  • CP Launch Type: input pin
  • CP Class: input pin to primary output
  • WP data arrival: 4.24 ns
  • Required @ worst endpoint: ~4.4 ns
  • Max FO, Critical Path: 3
  • Setup crit end kind: primary output

Job
  • Max-cap violations: 0
  • OpenROAD warning count: 32

Power
  • VDD IR max: 50.8 uV
  • PwrDens: 105 nW/um2
  • Pleak: 0.284 nW
  • Final Power: 0.0000641 W

CTS
  • # hold bufs at CTS: 0

Floorplanning
  • Core Area: 3420 um2
  • Row count: 21
  • Die X: approximately 80 um
  • Fp util: approximately 7.5%
  • I/O pin cnt: 26
  • Die area: approximately 6400 um2
  • Die Span Y: 80 um

Route
  • Final wirelength: 933 um
  • Initial DRT Pass Iterations: 2
  • Post-route ant nets: 0
  • DRC: 0
  • Drt wl/cell: 8.64 um
  • Vias per Instance: 2.63
  • Diode count: 0
  • Via Count: 284
  • DR iter-0 viols: 1

Hold path
  • Class of the worst hold path: input pin to primary output

Outcome
  • Status: finished clean
layer usage:
metal | up-vias | track usage, % | share of wire (%)
met5 | - | 0 | 0
met4 | 0 | 0 | 0
met3 | 0 | 1.36 | 11
met2 | 19 | 4.25 | 37
met1 | 124 | 4.26 | 52
li1 | 141 | - | -
where the power goes:
part | switching, W | total (W) | internal (W)
Combinational | 0.0000241 | 0.0000641 | 0.0000400
Clock | 0 | 0 | 0
Sequential | 0 | 0 | 0
Total | 0.0000241 | 0.0000641 | 0.0000400
final timing paths:
| check | slack (ns) | cells past startpoint | startpoint | endpoint |
|---|---|---|---|---|
| worst min-delay path | 2.72 | 5 | a[0] | sum[0] |
| worst max-delay path | 0.16 | 15 | b[0] | sum[7] |
kinds of logic (layout without fill, tap and decap cells):
family        Yosys count  in the layout  synth area share, %
buf+inv                15             45                 22.1
simple gates            8              8                 11.8
fa+ha+maj               8              8                 59.8
xor+xnor                1              1                 6.37
cell type report:
cell class / count / area share (%)
Inverter: 15 / 9.24
Tap cell: 46 / 9.45
Multi-Input combinational cell: 17 / 38.0
Timing Repair Buffer: 30 / 43.3
repair_timing:
item / CTS / global route
endpoints found under the setup margin: 10 / 5
gates cloned: 0 / 0
endpoints found under the hold margin: 0 / 0
pin swaps: 9 / 5
gates resized: 41 / 0
buffers inserted: 1 / 2
stage by stage:
stage          utilization [%]  setup WS (ns)  hold WS (ns)  cells
2_1_floorplan                -          0.448          2.37     32
3_3_place_gp              17.2         -0.706          3.28    106
3_5_place_dp              17.2         -0.703          3.28    106
5_1_grt                   17.8        -0.0120          2.80    108
4_1_cts                   17.4         0.0113          2.74    106
6_report                  17.8          0.163          2.72    108
cells in the mapped netlist:
library cell	instances
fa_1	7
nor2_1	8
ha_1	1
inv_1	15
xor2_2	1
worst max-delay path, stage by stage:
cell           delay (ns)
buf_2                0.10
ha_4                 0.13
inv_2                0.03
fa_2                 0.35
fa_2                 0.34
fa_2                 0.35
fa_2                 0.37
fa_2                 0.36
inv_2                0.06
fa_2                 0.20
fa_2                 0.23
xor2_2               0.19
buf_4                0.14
nor2_1               0.03
dlygate4sd2_1        0.23
No activity file was given, so power comes from the tool's default toggle rates.
